**design/flow/run.sh**
```bash
#!/bin/bash
# OpenROAD 26Q1-2900-gdf79404cd8, Yosys 0.63+post, stock flow scripts
make -C /OpenROAD-flow-scripts/flow DESIGN_CONFIG=/design/flow/config.mk WORK_HOME=/design/flow/orfs finish
```
**design/flow/config.mk**
```make
export PLATFORM = sky130hd
export DESIGN_NAME = Lab4
export DESIGN_NICKNAME = Lab4
export VERILOG_FILES = /design/flow/design.v
export SDC_FILE = /design/flow/constraint.sdc
export NUM_CORES = 4
export LEC_CHECK = 1
export CORE_AREA = 10 10 70 70
export DIE_AREA = 0 0 80 80
```
**design/flow/constraint.sdc**
```tcl
current_design Lab4

set clk_period 5.7
set clk_io_pct 0.2

create_clock -name clk0 -period $clk_period

set non_clock_inputs [all_inputs -no_clocks]
set_input_delay [expr $clk_period * $clk_io_pct] -clock clk0 $non_clock_inputs
set_output_delay [expr $clk_period * $clk_io_pct] -clock clk0 [all_outputs]
```
**design/flow/design.v**
```verilog
module HA(A, B, Sum, Carry);
    input A, B;
    output Sum, Carry;
    assign Sum   = A ^ B;
    assign Carry = A & B;
endmodule
module FA(A, B, Cin, Sum, Cout);
    input A, B, Cin;
    output Sum, Cout;
    assign Sum  = Cin ^ (A ^ B);
    assign Cout = (A & B) | (Cin & (A ^ B));
endmodule 
module Add4Bit(A, B, S);
    input  [3:0] A, B;
    output [4:0] S;
    wire c1, c2, c3;
    HA U0 (.A(A[0]), .B(B[0]), .Sum(S[0]), .Carry(c1));
    FA U1 (.A(A[1]), .B(B[1]), .Cin(c1), .Sum(S[1]), .Cout(c2));
    FA U2 (.A(A[2]), .B(B[2]), .Cin(c2), .Sum(S[2]), .Cout(c3));
    FA U3 (.A(A[3]), .B(B[3]), .Cin(c3), .Sum(S[3]), .Cout(S[4]));
endmodule
module Lab4(HEX1, HEX0, A, B, S);
	input [3:0] A, B;
	output [4:0] S;
	output [0:6] HEX1, HEX0;
    wire [3:0] donvi, chuc;
    Add4Bit adder(.A(A), .B(B), .S(S));
    assign chuc = S/4'b1010;
    assign donvi = S - chuc*4'b1010;
    assign HEX0 = (donvi == 4'b0000) ? 7'b0000001 :  
                  (donvi == 4'b0001) ? 7'b1001111 :  
                  (donvi == 4'b0010) ? 7'b0010010 :  
                  (donvi == 4'b0011) ? 7'b0000110 :  
                  (donvi == 4'b0100) ? 7'b1001100 :  
                  (donvi == 4'b0101) ? 7'b0100100 :  
                  (donvi == 4'b0110) ? 7'b0100000 :  
                  (donvi == 4'b0111) ? 7'b0001111 :  
                  (donvi == 4'b1000) ? 7'b0000000 :  
                  (donvi == 4'b1001) ? 7'b0000100 :  
                  7'b0000001;
    assign HEX1 = (chuc == 4'b0000) ? 7'b0000001 :  
                  (chuc == 4'b0001) ? 7'b1001111 :  
                  (chuc == 4'b0010) ? 7'b0010010 :  
                  (chuc == 4'b0011) ? 7'b0000110 :  
                  (chuc == 4'b0100) ? 7'b1001100 :  
                  (chuc == 4'b0101) ? 7'b0100100 :  
                  (chuc == 4'b0110) ? 7'b0100000 :  
                  (chuc == 4'b0111) ? 7'b0001111 :  
                  (chuc == 4'b1000) ? 7'b0000000 :  
                  (chuc == 4'b1001) ? 7'b0000100 :  
                  7'b0000001;
endmodule
```
==> flow_metrics.py <==
# Generated from Yosys and OpenROAD reports
metrics = {
    "power_and_ir_drop": {
        "p_per_area_mw_per_mm2": 294.4,
        "vdd_drop_max_uv": 83.36,
        "leakagePower_nw": 0.4831,
    },
    "place": {
        "place_area_um2": 858.3,
        "dp_slack_ps": -926.3,
        "dp_hpwl_um": 1167,
        "routabilityCongestion": 0.7642,
        "portBuffers": 26,
    },
    "timing": {
        "drv_slew": 0,
        "hold_ws_ps": 2697,
        "setup_violations": 7,
        "finalCritPeriodShare_pct": 103.0,
        "rsz0062_at_grt": "yes",
        "fmax_ghz": 0.1703,
        "setup_tns_ps": -949.2,
        "fin_ws_ps": -170.9,
        "fin_crit_ps": 5871,
        "hold_violations": 0,
    },
    "yosys": {
        "synthCells": 59,
        "yosysCellCount": 59,
        "ys_area_um2": 434.2,
        "top_area_cell": "fa_1",
        "top_cell": "inv_1",
        "top_cells_by_count": "inv_1 (9), buf_4 (7), nand2_1 (6)",
        "ys_types": 26,
        "netlist.area_leader.share_pct": 18.44,
        "synth.avg_cell_area_um2": 7.359,
        "yosysWarnings": 0,
        "synthTopCellsByArea": "fa_1 (18%), buf_4 (12%), ha_1 (8.6%)",
        "synth_area_um2": 434.2,
        "ys_seq_share_pct": 0,
    },
    "die": {
        "coreArea_mm2": 0.003416,
        "chipHeight_um": 80,
        "chipArea_mm2": 0.006400,
        "initCoreUtil_pct": 12.71,
        "die_x_um": 80,
        "placementRows": 21,
        "io_pins": 27,
    },
    "global_routing": {
        "grt-ovfl-total": 0,
        "grtUsageTotal_pct": 4.530,
        "grt_pass1_vias": 561,
        "grt_pass1_wl_um": 2484,
        "grt_max_degree": 10,
        "antenna_found_initial": 0,
    },
    "cells_and_area": {
        "flops": 0,
        "layout-drive-gt1-share_pct": 66.67,
        "postLayoutCellArea_um2": 989.7,
        "seq_area_um2": 0,
        "fillCellCount": 375,
        "fin_util_pct": 28.97,
        "syn2layout_area_growth_pct": 128.0,
        "logic_area_um2": 444.2,
        "n_clock_buffer": 0,
    },
    "routing": {
        "avgRoutedWirePerCell_um": 9.792,
        "dr_total_vias": 560,
        "drt_iter0_drc": 3,
        "antenna_cells": 0,
        "ant_nets": 0,
        "via_per_inst": 3.636,
        "firstDrtPassIters": 3,
        "wl_um": 1508,
        "drc": 0,
    },
    "worst_setup_path": {
        "end_kind": "output pin",
        "endpoint": "HEX0[4]",
        "cp-startpoint": "A[0]",
        "cp.required_ps": 4560,
        "crit_type": "in -> out",
        "cp-start-kind": "input pin",
        "critPathMaxFanout": 4,
        "arrival_ps": 4730,
    },
    "run_status": {
        "violations": "negative setup slack",
        "outcome": "finished, violations left",
    },
    "run": {
        "drv_cap": 0,
        "tool_warnings": 36,
    },
    "clock_network": {
        "hold_buffers": 0,
    },
    "min_path": {
        "min_path_type": "in -> out",
    },
}
[repair_timing]
item	CTS	global route
gates resized	59	6
setup buffers	17	2
pin swaps	15	11
setup endpoints to repair	7	11
[per-layer routing]
metal,GRT usage [%],vias up,share of wire (%)
li1,-,285,-
met4,0,0,0
met1,5.835,258,43
met3,1.705,0,9.1
met2,7.464,17,48
met5,0,-,0
[per-stage QoR]
stage               power, mW  instances
floorplan              0.1254         59
global placement       0.2509        138
detailed placement     0.2553        138
CTS                    0.2880        154
global route           0.3204        154
finish                 0.2913        154
[report_power, final]
part           leakage, nW  internal, mW  switching [mW]
sequential               0             0               0
clock                    0             0               0
combinational        0.483         0.175           0.117
[how the worst min path moves through the flow]
stage	start	endpoint	slack [ps]	depth (start not counted)
CTS	A[0]	HEX0[2]	2700	4
global route	B[0]	HEX0[2]	2720	4
finish	B[0]	HEX0[2]	2700	4
[cells by family (layout without fill, tap and decap cells)]
| group | count (synthesis) | count (layout) | synth area share, % |
|---|---|---|---|
| adder cells (fa/ha/maj) | 7 | 7 | 27.09 |
| XOR/XNOR | 2 | 2 | 4.035 |
| multiplexers | 2 | 2 | 4.611 |
| AND/OR/NAND/NOR | 20 | 20 | 24.21 |
| AND-OR/OR-AND | 9 | 9 | 17.58 |
| buffers and inverters | 18 | 67 | 21.61 |
| other | 1 | 1 | 0.8637 |
[layout by cell type, fill, tap and decap left out, drive strengths merged, types with 2 or more instances in the layout]
cell type	n
a21oi	4
buf	44
clkbuf	2
clkdlybuf4s50	11
fa	4
ha	3
inv	9
mux2i	2
nand2	6
nand2b	3
nor2	3
nor3	2
xor2	2
[worst max-delay path, stage by stage]
cell and delay, ps:
buf_6 100, ha_4 140, fa_2 330, inv_2 60
fa_2 180, inv_2 40, fa_1 530, inv_2 60
a21boi_4 140, inv_2 70, ha_4 270, a21o_1 120
mux2i_1 80, ha_2 190, fa_2 340, and4b_2 230
a211oi_4 290, buf_6 160, nand2_2 50, o2bb2ai_2 110
buf_2 110
[cell type report]
class              count  area share, %
repair buffers        58          45.89
well taps             46          5.815
multi-input cells     41          44.88
inverters              9          3.413
Power figures rest on the tool's default switching activity, not on a simulated workload.
