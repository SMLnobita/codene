### ./config.mk
export PLATFORM = sky130hd
export DESIGN_NAME = cau2_b
export DESIGN_NICKNAME = cau2_b
export VERILOG_FILES = /design/flow/design.v
export SDC_FILE = /design/flow/constraint.sdc
export NUM_CORES = 4
export LEC_CHECK = 1
export CORE_UTILIZATION = 30
### ./constraint.sdc
current_design cau2_b

set clk_period 6.0
set clk_io_pct 0.2

create_clock -name clk0 -period $clk_period [get_ports {CLOCK_50}]

set non_clock_inputs [all_inputs -no_clocks]
set_input_delay [expr $clk_period * $clk_io_pct] -clock clk0 $non_clock_inputs
set_output_delay [expr $clk_period * $clk_io_pct] -clock clk0 [all_outputs]
### ./design.v
module cau2_b (
    input  wire       CLOCK_50,
    input  wire [1:0] SW,
    input  wire [0:0] KEY,
    output wire [6:0] HEX5, HEX4, HEX3, HEX2, HEX1, HEX0
);
    reg [23:0] shift_reg;
    reg [25:0] counter;
    reg [25:0] limit;
    reg        tick;
    reg        running;
    reg [1:0]  key_sync;
    reg        key_prev;
    initial begin
        shift_reg = 24'h067FFF;
        counter   = 26'd0;
        tick      = 1'b0;
        running   = 1'b0;
        key_sync  = 2'b11;
        key_prev  = 1'b1;
    end
    always @(*) begin
        case (SW[1])
            1'b0: limit = 26'd49_999_999;  
            1'b1: limit = 26'd24_999_999;  
            default: limit = 26'd49_999_999;
        endcase
    end
    always @(posedge CLOCK_50) begin
        if (counter >= limit) begin
            counter <= 26'd0;
            tick    <= 1'b1;
        end else begin
            counter <= counter + 26'd1;
            tick    <= 1'b0;
        end
    end
    always @(posedge CLOCK_50) begin
        key_sync <= {key_sync[0], KEY[0]};
    end
    always @(posedge CLOCK_50) begin
        key_prev <= key_sync[1];
        if (key_prev == 1'b1 && key_sync[1] == 1'b0)
            running <= ~running;
    end
    always @(posedge CLOCK_50) begin
        if (tick && running) begin
            if (SW[0] == 1'b0)
                shift_reg <= {shift_reg[3:0], shift_reg[23:4]};
            else
                shift_reg <= {shift_reg[19:0], shift_reg[23:20]};
        end
    end
    HexDecoder u5 (.in(shift_reg[23:20]), .out(HEX5));
    HexDecoder u4 (.in(shift_reg[19:16]), .out(HEX4));
    HexDecoder u3 (.in(shift_reg[15:12]), .out(HEX3));
    HexDecoder u2 (.in(shift_reg[11:8]),  .out(HEX2));
    HexDecoder u1 (.in(shift_reg[7:4]),   .out(HEX1));
    HexDecoder u0 (.in(shift_reg[3:0]),   .out(HEX0));
endmodule
module HexDecoder(
    input  wire [3:0] in,
    output reg  [6:0] out
);
    always @(*) begin
        case (in)
            4'h0: out = 7'b1000000;
            4'h1: out = 7'b1111001;
            4'h2: out = 7'b0100100;
            4'h3: out = 7'b0110000;
            4'h4: out = 7'b0011001;
            4'h5: out = 7'b0010010;
            4'h6: out = 7'b0000010;
            4'h7: out = 7'b1111000;
            4'h8: out = 7'b0000000;
            4'h9: out = 7'b0010000;
            4'hF: out = 7'b1111111;
            default: out = 7'b1111111;
        endcase
    end
endmodule
### ./run.sh
#!/bin/bash
# OpenROAD 26Q1-2900-gdf79404cd8, Yosys 0.63+post, stock flow scripts
make -C /OpenROAD-flow-scripts/flow DESIGN_CONFIG=/design/flow/config.mk WORK_HOME=/design/flow/orfs finish
==> flow_summary_export.csv <==
group,metric,value,unit
floorplan,row_count,39,
setup_path,cp-startpoint,"SW[1]",
final_layout,drive_gt1_share,6.72,%
global_routing,grtUsageTotal,12.2,%
final_timing,drv_slew,0,
final_timing,rsz0062_at_grt,"false",
clock_network,cts_tree,"built",
floorplan,coreArea,0.0115,mm^2
clock_network,h-tree-depth,2,
hold_path,hold_start,"key_sync[0]$_DFF_P_",
final_timing,period_used_share,57.7,%
floorplan,die_w,111,um
final_layout,mostFrequentLayoutCells,"nor2_1 (65), nand2_1 (50), clkdlybuf4s50_1 (45)",
clock_network,clockRootBuffer,"clkbuf_16",
power_and_ir_drop,seqPwrFrac,56.5,%
final_layout,mostFrequentLayoutCell,"nor2_1",
synth,syn_area,0.00355,mm^2
clock_network,cts_hold_buf,0,
clock_network,clock-sinks,55,
clock_network,cts_resized,0,
flow_run,warnings,49,
setup_path,startpoint_type,"primary input",
routing,diodes,0,
final_layout,fillers,1101,
hold_path,hold_class,"flip-flop to flip-flop",
synth,yosysWarnings,2,
setup_path,worst_path_largest_cell_delay,600,ps
setup_path,cp_top_family,"buffers and inverters",
synth,top_cell_area_share,21.2,%
setup_path,critPathMaxFanout,20,
synth,synth-main-ff-cell,"dfxtp_1",
floorplan,die_h,111,um
clock_network,clk_latency,290,ps
power_and_ir_drop,p_per_area,162,mW/mm^2
routing,route.detailed.drc,0,
status,run_status,"finished clean",
setup_path,cp-end-kind,"flip-flop",
placed_design,io_buffers,45,
synth,ys_cells,417,
final_timing,worstMarginPinSlew,932,ps
setup_path,cp_num_buf_inv,4,
final_layout,syn2layout_area_growth,20.8,%
global_routing,grt_pass1_vias,2548,
routing,vias_per_cell,4.77,
routing,dr_total_vias,2880,
final_layout,largest_reg_flops,26,
power_and_ir_drop,power.switching,0.000138,W
flow_run,maxCapViolCount,0,
power_and_ir_drop,clockPowerShare,41.3,%
power_and_ir_drop,power.internal,0.000555,W
synth,syn_avg_cell_area,8.51,um^2
placed_design,hpwl,5.45,mm
final_timing,hold_viol,0,
clock_network,numCtsBuffers,5,
floorplan,initial_core_util,30.9,%
setup_path,critPathKind,"primary input to flip-flop",
routing,drtIter0Drc,130,
setup_path,required,6150,ps
final_timing,period_needed,3460,ps
routing,drt_wl_total,7.34,mm
synth,yosys_area,0.00355,mm^2
setup_path,crit_arrival,3610,ps
clock_network,post_cts_buffers,0,
floorplan,num_io_pins,46,
synth,synth.distinct_cells,39,
clock_network,clockBufferDepth,2,
placed_design,placed_cells,596,
global_routing,grt_pass1_wl,12.2,mm
synth,synthArstFlopShare,0,%
power_and_ir_drop,ir_worst_vdd,0.000106,V
setup_path,path_cells,"clkdlybuf4s50_1 > inv_1 > ha_1 > inv_1 > or4_4 > o311ai_4 > buf_4 > a311oi_1",
synth,top_cells_by_area,"edfxtp_1 (21%), dfxtp_1 (17%), ha_1 (14%)",
setup_path,worst_path_most_repeated_cell,"inv_1",
placed_design,gp_congestion,0.838,
synth,postSynthCellCount,417,
clock_network,clk_pin_slew,70,ps
floorplan,die_area,0.0123,mm^2
global_routing,grt_start_max_net_pins,41,
routing,wire_per_inst,12.1,um
global_routing,grt.overflow.total,0,
final_timing,holdWs,330,ps
final_timing,timing.slew.headroom,37.3,%
final_timing,final.setup.tns,0,ps
routing,ant_nets,0,
final_timing,setup-violations-final,0,
synth,synth-edff-count,25,
final_layout,finalNonFillerCells,604,
power_and_ir_drop,swShare,19.9,%
synth,synth_flops,55,
final_timing,fmax,0.289,GHz
power_and_ir_drop,p_leak,1.80,nW
setup_path,slowest_stage,"clkdlybuf4s50_1",
final_timing,fin_worst_skew,4.78,ps
synth,yosysSeqAreaShare,38.1,%
setup_path,reg2reg_from,"counter[17]$_SDFF_PP0_",
global_routing,antenna_found_initial,0,
synth,synth.largest_area_cell,"edfxtp_1",
power_and_ir_drop,p_comb_share,2.2,%
routing,detail_route.first_pass.iterations,4,
[cell type report]
class | count | area [um^2] | share of cell area, %
flip-flops and latches | 55 | 1350 | 31.5
inverters | 28 | 105 | 2.45
repair buffers | 48 | 473 | 11.0
well taps | 143 | 179 | 4.17
clock buffers | 5 | 125 | 2.92
clock inverters | 3 | 22.5 | 0.525
multi-input cells | 322 | 2030 | 47.4
[power by group through the flow]
stage	clock network, W	registers, W	logic [W]
finish	0.000286	0.000392	0.0000151
CTS	0.000295	0.000392	0.0000152
global route	0.000307	0.000392	0.0000173
[metrics by stage]
stage	setup slack (ps)	instance area [um^2]	power [W]	util [%]
global route	2380	4290	0.000716	37.4
finish	2540	4290	0.000693	37.4
CTS	2530	4290	0.000702	37.4
detailed placement	2230	4140	0.000415	36.1
global placement	2270	4140	0.000415	36.1
floorplan	3150	3550	0.000410	-
[worst paths after layout]
check / end / slack [ps] / cells after the start
min: key_sync[1]$_DFF_P_ / 330 / 0
min reg2reg: key_sync[1]$_DFF_P_ / 330 / 0
max reg2reg: counter[21]$_SDFF_PP0_ / 3810 / 6
max: counter[21]$_SDFF_PP0_ / 2540 / 8
[synthesized netlist by cell type (2+ instances only)]
| master | number |
|---|---|
| mux2_2 | 8 |
| nand2b_1 | 6 |
| nor2b_1 | 3 |
| ha_1 | 40 |
| a31oi_1 | 9 |
| inv_1 | 27 |
| nand3_1 | 13 |
| buf_6 | 2 |
| edfxtp_1 | 25 |
| nor4_1 | 2 |
| xor2_1 | 13 |
| nor2_1 | 65 |
| nand2_1 | 50 |
| nand4_1 | 4 |
| nor3_1 | 5 |
| a22oi_1 | 3 |
| dfxtp_1 | 30 |
| or2_2 | 6 |
| a21oi_1 | 32 |
| xnor2_1 | 9 |
| o21ai_0 | 37 |
| and3_1 | 3 |
| clkbuf_1 | 9 |
[cell families after synthesis]
family          Yosys count  synth area share, %
xor+xnor                 22                 5.43
simple gates            165                 21.2
mux                       9                 2.82
fa+ha+maj                40                 14.1
flops                    55                 38.1
buf+inv                  40                 4.66
compound gates           86                 13.7
[per-layer routing]
| metal | global-route usage (%) | up-vias | share of wire, % |
|---|---|---|---|
| met5 | 0 | - | 0 |
| met4 | 1.69 | 0 | 1.1 |
| met3 | 2.06 | 8 | 3.3 |
| met2 | 19.8 | 47 | 46 |
| met1 | 18.0 | 1314 | 50 |
| li1 | - | 1511 | - |
[worst reg2reg max path, stage by stage, from the launching register on]
cell and delay [ps]:
dfxtp_1 380, ha_1 320, nand4_1 120, or4_4 440
o311ai_4 410, buf_4 320, a311oi_1 70
Power and IR drop assume default switching activity.
