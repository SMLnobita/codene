`flow/design.v`:
```
module Lab6_Bai2 (
    input  wire        CLOCK_50,
    input  wire [1:0]  SW,
    output reg  [6:0]  HEX5, HEX4, HEX3, HEX2, HEX1, HEX0
);
    reg [25:0] counter;
    reg [25:0] limit;
    wire chophep;
    reg [2:0] status;
    initial begin
        counter = 0;
        status  = 0;
    end
    always @(*) begin
        case (SW)
            2'b00:   limit = 50000000 - 1;
            2'b01:   limit = 25000000 - 1;
            2'b10:   limit = 12500000 - 1;
            2'b11:   limit = 6250000  - 1;
            default: limit = 50000000 - 1;
        endcase
    end
    always @(posedge CLOCK_50) begin
        if (counter >= limit)
            counter <= 0;
        else
            counter <= counter + 1'b1;
    end
    assign chophep = (counter == limit);
    always @(posedge CLOCK_50) begin
        if (chophep) begin
            if (status == 3'd5)
                status <= 3'd0;
            else
                status <= status + 1'b1;
        end
    end
    always @(*) begin
        HEX5 = 7'b1111111;
        HEX4 = 7'b1111111;
        HEX3 = 7'b1111111;
        HEX2 = 7'b1111111;
        HEX1 = 7'b1111111;
        HEX0 = 7'b1111111;
        case (status)
            3'd0: begin
                HEX5 = 7'b0001001;
                HEX4 = 7'b1001111;
            end
            3'd1: begin
                HEX4 = 7'b0001001;
                HEX3 = 7'b1001111;
            end
            3'd2: begin
                HEX3 = 7'b0001001;
                HEX2 = 7'b1001111;
            end
            3'd3: begin
                HEX2 = 7'b0001001;
                HEX1 = 7'b1001111;
            end
            3'd4: begin
                HEX1 = 7'b0001001;
                HEX0 = 7'b1001111;
            end
            3'd5: begin
                HEX0 = 7'b0001001;
                HEX5 = 7'b1001111;
            end
            default: begin
            end
        endcase
    end
endmodule
```
`flow/run.sh`:
```
#!/bin/bash
# OpenROAD 26Q1-2900-gdf79404cd8, Yosys 0.63+post, stock flow scripts
make -C /OpenROAD-flow-scripts/flow DESIGN_CONFIG=/design/flow/config.mk WORK_HOME=/design/flow/orfs finish
```
`flow/config.mk`:
```
export PLATFORM = sky130hd
export DESIGN_NAME = Lab6_Bai2
export DESIGN_NICKNAME = Lab6_Bai2
export VERILOG_FILES = /design/flow/design.v
export SDC_FILE = /design/flow/constraint.sdc
export NUM_CORES = 4
export LEC_CHECK = 1
export CORE_AREA = 10 10 106 106
export DIE_AREA = 0 0 116 116
```
`flow/constraint.sdc`:
```
current_design Lab6_Bai2

set clk_period 4.5
set clk_io_pct 0.2

create_clock -name clk0 -period $clk_period [get_ports {CLOCK_50}]

set non_clock_inputs [all_inputs -no_clocks]
set_input_delay [expr $clk_period * $clk_io_pct] -clock clk0 $non_clock_inputs
set_output_delay [expr $clk_period * $clk_io_pct] -clock clk0 [all_outputs]
```
==> impl_metrics.ini <==
; physical design summary
[floorplanning]
core_util_floorplan_pct = 23.0
die.size.y_um = 116
io_pins = 45
placementRows = 34
coreArea_um2 = 8850
die_w_um = 116
chipArea_um2 = 13500

[drt]
dr.pass1.iters = 4
drt_iter0_markers = 85
vias_cell = 4.35
vias = 1593
route.detailed.wl_per_inst_um = 11.2
totalWireLength_mm = 4.10
antenna_left = 0
antennaDiodeCount = 0
drc = 0

[worst_setup_path]
path_class = primary input to flop
critical_path.startpoint_type = primary input
worst-endpoint-arrival_ns = 3.35
timing.critical_path.to_type = flop
worst-endpoint-required_ns = 4.42
crit_fanout = 11

[cts]
post-cts-setup-buffer-count = 0
cts_buffer_depth = 2
post_cts_resize_count = 0
htree_levels = 2
tritoncts.num_buffers = 5
ctsHoldBuffers = 0
clock_tree_from_tritoncts = built
clkSlewWorstSetupHoldPaths_ns = 0.06
tritoncts_num_sinks = 29
cts_root_buffer = sky130_fd_sc_hd__clkbuf_8
clock_latency_ns = 0.28

[finish]
area_growth_pct = 16.4
layout_filler_cell_count = 920
post_route_cells_drive_above_1_share_pct = 5.04

[final_timing]
slew_headroom_pct = 61.2
finalCritPeriodShare_pct = 76.1
period_minus_slack_ns = 3.43
max_freq_ghz = 0.292
final.setup.tns_ns = 0
timing.final.max_slew_violations = 0
setup_viol = 0
timing.final.hold_violations = 0
post-route-worst-setup-slack_ns = 1.07
rsz0062_at_grt = false
finalClockSkew_ns = 0.00830
measured_slew_at_the_worst_slew_check_pin_ns = 0.576

[place]
io_buffer_count = 32
dp_worst_setup_slack_ns = 0.799
place_hpwl_mm = 3.16
globalplace.congestion = 0.792

[synthesis]
proportion_of_synthesized_chip_area_in_sequential_cells_pct = 30.0
netlist_area_um2 = 2030
ys_types = 40
synth.largest_area_cell = sky130_fd_sc_hd__dfxtp_1
synth-edff-count = 3
syn_inst = 241
asyncSetResetFlopFracSynth_pct = 0
post-synth-top-count-cell = sky130_fd_sc_hd__nor2_1
synth_stat.cells = 241
syn_avg_cell_area_um2 = 8.44
post-synth-top-area-fraction_pct = 25.6
yosys-stat-area_um2 = 2030
synthesis.yosys.warnings = 1
netlist_top_cells_count = sky130_fd_sc_hd__nor2_1, sky130_fd_sc_hd__buf_4, sky130_fd_sc_hd__dfxtp_1, sky130_fd_sc_hd__ha_1, sky130_fd_sc_hd__xor2_1
synth.top_cells.by_area = sky130_fd_sc_hd__dfxtp_1, sky130_fd_sc_hd__ha_1, sky130_fd_sc_hd__buf_4, sky130_fd_sc_hd__xor2_1, sky130_fd_sc_hd__nor2_1
ys.flop_type = sky130_fd_sc_hd__dfxtp_1
flop_and_latch_count_out_of_synthesis = 29

[grt]
grt_pass1_wl_mm = 6.63
pin_count_of_the_biggest_net_entering_global_routing = 20
grt_pass1_vias = 1468
overflow = 0
track_usage_pct = 5.82
grt_antenna_before_repair = 0

[outcome]
outcome = complete, no violations

[power_and_ir_drop]
vdd_ir_drop_max_mv = 0.0775
finalPower_w = 0.000498
cellPowerDensity_nw_per_um2 = 210
leakage_nw = 1.03

[run]
warnings = 28
maxCapViolCount = 0

[min_path]
hold_path.class = flop to flop
==> final timing paths <==
check	depth (start not counted)	endpoint	startpoint	slack, ns
worst max-delay path	9	status[1]$_SDFFCE_PN0P_	SW[0]	1.07
worst min-delay path	1	counter[0]$_SDFF_PP0_	counter[0]$_SDFF_PP0_	0.47
worst max register to register	7	counter[11]$_SDFF_PP0_	counter[23]$_SDFF_PP0_	2.28
worst min register to register	1	counter[0]$_SDFF_PP0_	counter[0]$_SDFF_PP0_	0.47
==> cells by family after synthesis <==
family / Yosys count / share of synthesized area, %
compound gates: 30 / 9.78
xor+xnor: 24 / 10.3
fa+ha+maj: 20 / 12.3
buf+inv: 49 / 15.7
flops: 29 / 30.0
mux: 1 / 0.492
other cells: 1 / 0.184
simple gates: 87 / 21.2
==> metrics by stage <==
step / utilization [%] / instances / hold slack, ns / cell area (µm²)
6_report: 26.8 / 366 / 0.472 / 2370
5_1_grt: 26.8 / 366 / 0.513 / 2370
4_1_cts: 26.8 / 366 / 0.472 / 2370
3_5_place_dp: 25.7 / 358 / 0.459 / 2280
3_3_place_gp: 25.7 / 358 / 0.456 / 2280
2_1_floorplan: - / 252 / 0.437 / 2080
==> per-layer routing <==
| layer | GRT usage [%] | vias to the layer above | part of all wire [%] |
|---|---|---|---|
| li1 | - | 821 | - |
| met1 | 7.93 | 718 | 49 |
| met2 | 8.72 | 49 | 39 |
| met3 | 2.41 | 5 | 11 |
| met4 | 0.751 | 0 | 1.4 |
| met5 | 0 | - | 0 |
==> sequential cells by signal, summed over array words and instances (netlist names) <==
| signal | cells |
|---|---|
| status | 3 |
| counter | 26 |
==> final cells by class <==
class	count	area [µm²]	area share, %
inverter	12	45.0	1.90
tap	108	135	5.71
multi-input combinational	174	1140	48.3
clock buffer	8	90.1	3.80
timing repair buffer	35	343	14.5
sequential	29	611	25.8
==> cells in the final DEF, fill, tap and decap left out, drive strengths merged, types with 3 or more instances in the layout <==
master / count
nand4: 6
and3: 3
xor2: 17
dfxtp: 26
nand2: 13
nor2: 31
nor4: 3
clkdlybuf4s50: 32
a21oi: 9
clkbuf: 8
inv: 12
nand3: 14
and4: 4
nor3: 4
buf: 3
conb: 12
edfxtp: 3
a21boi: 3
nand3b: 3
o21ai: 7
xnor2: 7
ha: 20
==> worst max-delay path, stage by stage <==
cell,delay (ns)
sky130_fd_sc_hd__clkdlybuf4s50_1,0.70
sky130_fd_sc_hd__inv_1,0.13
sky130_fd_sc_hd__nor2_1,0.16
sky130_fd_sc_hd__inv_1,0.06
sky130_fd_sc_hd__ha_1,0.31
sky130_fd_sc_hd__nand3_1,0.07
sky130_fd_sc_hd__nor3_1,0.26
sky130_fd_sc_hd__nand3_1,0.17
sky130_fd_sc_hd__nor4_1,0.57
==> power breakdown <==
| group | switching [W] | total [W] | internal (W) |
|---|---|---|---|
| combinational | 0.0000119 | 0.0000197 | 0.00000784 |
| clock | 0.0000935 | 0.000218 | 0.000124 |
| sequential | 0 | 0.000260 | 0.000260 |
| total | 0.000105 | 0.000498 | 0.000393 |
No activity file was given, so power comes from the tool's default toggle rates.
